File: flow/run.sh
#!/bin/bash
# OpenROAD 26Q1-2900-gdf79404cd8, Yosys 0.63+post, stock flow scripts
make -C /OpenROAD-flow-scripts/flow DESIGN_CONFIG=/design/flow/config.mk WORK_HOME=/design/flow/orfs finish
File: flow/config.mk
export PLATFORM = sky130hd
export DESIGN_NAME = address_generator
export DESIGN_NICKNAME = address_generator
export VERILOG_FILES = /design/flow/design.v
export SDC_FILE = /design/flow/constraint.sdc
export NUM_CORES = 4
export LEC_CHECK = 1
export CORE_AREA = 10 10 254 254
export DIE_AREA = 0 0 264 264
export SYNTH_HDL_FRONTEND = slang
File: flow/constraint.sdc
current_design address_generator

set clk_period 16.3
set clk_io_pct 0.2

create_clock -name clk0 -period $clk_period [get_ports {clock}]

set non_clock_inputs [all_inputs -no_clocks]
set_input_delay [expr $clk_period * $clk_io_pct] -clock clk0 $non_clock_inputs
set_output_delay [expr $clk_period * $clk_io_pct] -clock clk0 [all_outputs]
File: flow/design.v
module address_generator #(
  parameter WIDTH = 48
) (
  input              clock,
  input              resetn,
  input              initialize,
  input              enable,
  input              mode_selector,
  input  [WIDTH-1:0] range_start,
  input  [WIDTH-1:0] range_increment,
  input  [WIDTH-1:0] lfsr_seed,
  input  [WIDTH-1:0] lfsr_fibonacci_taps,
  input  [WIDTH-2:0] lfsr_gallois_taps,
  input  [WIDTH-1:0] lfsr_mask,
  input  [WIDTH-1:0] final_mask,
  output [WIDTH-1:0] generated_address
);
logic [WIDTH-1:0] address;
logic [WIDTH-1:0] address_next;
logic lfsr_feedback;
always_comb begin
  address_next = address;
  if (enable) begin
    if (mode_selector) begin
      lfsr_feedback = ^(address & lfsr_fibonacci_taps);
      address_next = lfsr_mask & { lfsr_feedback , ( {WIDTH-1{lfsr_feedback}} & lfsr_gallois_taps ) ^ address[WIDTH-1:1] };
    end else begin
      address_next = address_next + range_increment;
    end
  end
end
always_ff @(posedge clock or negedge resetn) begin
  if (!resetn) begin
    address <= 48'd0;
  end else if (initialize) begin
    if (mode_selector) begin
      address <= lfsr_seed;
    end else begin
      address <= range_start;
    end
  end else begin
    address <= address_next;
  end
end
assign generated_address = address & final_mask;
endmodule
==> results.txt <==
# setup viols final = 0
Post-route DRC = 0
HP Class = reg2reg
worst rel slew slack = 19.38%
Core ar. = 59,020 µm²
worst vdd ir = 0.0005200 V
post-layout minimum cycle time = 7.624 ns
Most common reg cell = dfrtp_1
Cell area leaders = dfrtp_1 16%, xnor2_1 11%, ha_1 8.0%, nand2_1 7.8%, a21oi_1 5.0%
Port Buffers = 387
fmax = 0.1312 GHz
post-CTS setup buffer count = 0
initial antenna violation count = 11
Hold-fix buffers, CTS = 0
Worst Hold End = address[46]
count of flip-flops with a built-in enable after synthesis = 0
Final ANT Viol Nets = 0
max reg flops = 48
die width = 264 µm
DR WL/cell = 22.56 µm
share of layout cells above drive strength 1 = 3.353%
Critical Path Most Common Cell = clkdlybuf4s50_1
total tool warning count = 25
worst slew pin tran = 1.207 ns
first-pass GRT wire length = 67,350 µm
Max Cap Viol = 0
leading area contributor after synthesis = dfrtp_1
I/O pins = 388
RSZ-0062 raised after global routing = no
Global Route met3 Usage = 4.138%
Mean Syn Cell Area = 7.433 µm²
number of H-tree levels = 2
Setup Skew = 0.006387 ns
CTS Buf Count = 5
setup TNS = 0 ns
worst hold path startpoint = address[46]
R2R depth = 11
Area leader share = 16.32%
Vias/cell = 4.142
worst setup path category = in2out
drt first pass iters = 6
post-route clock period utilization = 46.77%
GPL Wtd Cong = 0.8530
DPL Wire Length = 40,410 µm
post-CTS resize count = 0
pin count of the biggest net entering global routing = 55
Unique cell types = 60
yosys stat chip area = 7358 µm²
Largest regs = address: 48 flops
Ys Warns = 0
status = finished, final reports clean
via count = 8,769
drt total wl = 47,770 µm
worst r2r dst = address[38]
part of the Yosys area used for sequential elements = 16.32%
max-slew violations = 0
synthesized cell area = 7358 µm²
worst hold path depth = 1
Insertion Delay late pin = 0.32 ns
register-to-register setup slack = 12.16 ns
CP max stage delay = 0.48 ns
GR Util met2 = 21.48%
Critical R2R Launch = address[37]
hold_ws = 0.6891 ns
Overall Power = 3118 µW
Cells after Synth = 990
Max clock buf depth = 2
# rows = 89
TritonCTS clock tree = yes
die height = 264 µm
Root Buffer = clkbuf_16
crit path cell chain = clkdlybuf4s50_1 > and2_1 > clkdlybuf4s50_1
vias in the first global route = 9,202
P&R area growth vs syn = 65.92%
CP Capture Type = primary output
Congestion Overflow GR = 0
Final Hold Viols = 0
crit path DRT = 13.04 ns
Worst EP arrival = 4.36 ns
Reg clk slew, reported paths = 0.07 ns
Synth async-reset ratio = 100.0%
Crit Path Max Fanout = 1
die area = 69,700 µm²
Crit-path slowest cell = clkdlybuf4s50_1
yosys cell count = 990
Setup crit start kind = input port
Init Core Util = 12.47%
Leakage Power = 0.004641 µW
GR peak layer = met2
clock sink count = 48
Synth flops = 48
grt met1 use = 17.54%
Most flops, register = address
PD cells = 255.4 nW/µm²
DRC violation total after the first TritonRoute iteration = 527
Tot GR Track Use = 13.28%
==> cell usage in the layout, fill, tap and decap left out, drive strengths merged, types with 5 or more instances in the layout <==
cell type      Yosys  final
clkdlybuf4s50      0    383
nand2            153    153
xnor2             93     93
a21oi             74     74
and2              52     52
o21ai             49     49
dfrtp             48     48
ha                47     47
nor2              44     44
xor2              38     38
mux2i             37     37
a31oi             31     31
nor3              31     31
a21o              29     29
a211oi            25     25
inv               21     21
o31ai             16     16
nand4             15     15
buf                9     15
nand3             14     14
mux2              11     11
a311oi            10     10
o21bai             9      9
o211ai             9      9
nand2b             8      8
and3               8      8
clkbuf            45      8
o221ai             6      6
or3                5      5
o21a               5      5
==> worst max-delay path: cells and delay by family <==
family | cells | cell delay, ns
simple gates | 1 | 0.17
buf+inv | 2 | 0.93
==> cell usage after synthesis, types with 6 or more instances <==
library cell / number
mux2i_1: 37
and2_1: 52
xnor2_1: 92
o21bai_1: 9
a311oi_1: 10
o221ai_1: 6
nor2_1: 43
inv_1: 21
nand2_1: 153
nand3_1: 14
o211ai_1: 9
xor2_1: 38
a211oi_1: 25
nand4_1: 15
a21o_1: 29
nor3_1: 31
a21oi_1: 74
a31oi_1: 31
and3_1: 8
ha_1: 47
dfrtp_1: 48
clkbuf_1: 45
o21ai_0: 49
nand2b_1: 8
o31ai_1: 14
mux2_2: 11
==> cells by family after synthesis <==
group                      Yosys count  synth area share [%]
xor gates and xnor gates           133                 16.34
and+or+nand+nor                    348                 22.38
DFF                                 48                 16.32
adders and majority gates           48                 8.264
AOI/OAI and AO/OA                  290                 25.88
muxes                               48                 6.717
buffers and inverters               75                 4.098
==> worst max path at each step <==
stage | end | depth (start not counted) | start | slack (ns)
final | generated_address[6] | 3 | final_mask[6] | 8.68
after CTS | generated_address[5] | 3 | final_mask[5] | 8.65
after global routing | generated_address[31] | 3 | final_mask[31] | 8.61
==> through the flow <==
step | util (%) | instances | worst slack [ns] | cell area, µm²
after floorplan | - | 990 | 9.666 | 7358
after global placement | 20.43 | 2107 | 8.648 | 12060
after CTS | 20.68 | 2115 | 8.652 | 12200
after detailed placement | 20.43 | 2107 | 8.657 | 12060
final | 20.69 | 2117 | 8.676 | 12210
after global routing | 20.68 | 2116 | 8.611 | 12210
==> metal layers <==
layer | wire length, µm | up-vias
met5 | 94 | -
li1 | - | 4281
met2 | 22090 | 316
met3 | 3690 | 35
met1 | 21250 | 4123
met4 | 648 | 14
==> power by group <==
| part | leakage, µW | internal [µW] | switching, µW |
|---|---|---|---|
| Combinational | 0.00402 | 1100 | 1610 |
| Clock | 0.0000712 | 61.7 | 56.6 |
| Sequential | 0.000553 | 165 | 126 |
| Total | 0.00464 | 1320 | 1790 |
==> layout make-up <==
type | count | area, µm²
Inverter | 21 | 78.83
Tap cell | 773 | 967.2
Antenna cell | 2 | 5.005
Fill cell | 6482 | 46810
Clock buffer | 8 | 146.4
Timing Repair Buffer | 398 | 3948
Multi-Input combinational cell | 867 | 5863
Sequential cell | 48 | 1201
Power is estimated from default activity; no workload was simulated.
